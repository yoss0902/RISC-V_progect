==> flow/design.v <==
module ALU(alu_out, a, b, op_code);
	input [7:0]a, b;
	input [2:0]op_code;
	output reg [7:0]alu_out;
	parameter ADD = 3'b000,
		SUB = 3'b001,
		SLL = 3'b010,
		SRL = 3'b011,
		AND = 3'b100,
		OR = 3'b101,
		XOR = 3'b110,
		EQL = 3'b111;
	reg carry;
	always@(*) begin
		case(op_code)
			ADD: {carry, alu_out} = a+b;
			SUB: alu_out = a - b;
			SLL: alu_out = a << 1;
			SRL: alu_out = a >> 1;
			AND: alu_out = a & b;
			OR: alu_out = a | b;
			XOR: alu_out = a ^ b;
			EQL: alu_out = (a==b) ? 8'd1: 8'd0;
		endcase
	end
endmodule
==> flow/run.sh <==
#!/bin/bash
# OpenROAD 26Q1-2900-gdf79404cd8, Yosys 0.63+post, stock flow scripts
make -C /OpenROAD-flow-scripts/flow DESIGN_CONFIG=/design/flow/config.mk WORK_HOME=/design/flow/orfs finish
==> flow/config.mk <==
export PLATFORM = sky130hd
export DESIGN_NAME = ALU
export DESIGN_NICKNAME = ALU
export VERILOG_FILES = /design/flow/design.v
export SDC_FILE = /design/flow/constraint.sdc
export NUM_CORES = 4
export LEC_CHECK = 1
export CORE_AREA = 10 10 77 77
export DIE_AREA = 0 0 87 87
==> flow/constraint.sdc <==
current_design ALU

set clk_period 3.7
set clk_io_pct 0.2

create_clock -name clk0 -period $clk_period

set non_clock_inputs [all_inputs -no_clocks]
set_input_delay [expr $clk_period * $clk_io_pct] -clock clk0 $non_clock_inputs
set_output_delay [expr $clk_period * $clk_io_pct] -clock clk0 [all_outputs]
==> flow_metrics.py <==
# Synthesis and PnR figures
metrics = {
    "run_status": {
        "outcome": "completed",
    },
    "detailed_routing": {
        "first_pass_iters": 4,
        "drc": 0,
        "wl_mm": 3.97,
        "drt_iter0_markers": 98,
        "num_vias": 1490,
        "routedWlPerCell_um": 13.6,
        "drtAntennaViolNets": 0,
        "viasPerCell": 5.10,
        "n_antenna_cell": 0,
    },
    "global_route": {
        "grt_pass1_vias": 1446,
        "grt_util_all_layers": 0.100,
        "grt_start_max_net_pins": 19,
        "overflow": 0,
        "grt_first_pass_wirelength_mm": 6.55,
        "antenna_found_initial": 0,
    },
    "setup_path": {
        "critPathMaxFanout": 3,
        "worstPathRequired_ps": 2960,
        "slowest_stage": "clkdlybuf4s50_1",
        "crit_chain": "clkdlybuf4s50_1 > inv_1 > ha_4 > o21bai_1 > a21oi_2 > buf_4 > buf_4 > o22a_1 > a311oi_2 > a22oi_1 > dlygate4sd2_1",
        "startpoint": "b[1]",
        "worstSetupPathType": "in2out",
        "endpoint_kind": "output pin",
        "cp.arrival_ps": 2880,
        "slowest_delay_ps": 480,
        "start_kind": "input port",
        "crit_top_cell": "buf_4",
    },
    "cells_and_area": {
        "stdcell_count": 292,
        "final-seq-area_um2": 0,
        "layout-drive-gt1-share": 0.350,
        "flops": 0,
        "fillers": 424,
        "n_clock_buffer": 0,
        "syn_to_final_growth_pct": 62.4,
        "fin_area_mm2": 0.00207,
    },
    "power_and_ir_drop": {
        "p_leak_nw": 0.969,
        "ir_drop_mv": 0.0586,
        "power_density_mw_per_mm2": 136,
        "p_total_uw": 282,
    },
    "final_timing": {
        "finalHoldViolations": 0,
        "timing.final.crit_share": 0.977,
        "period_needed_ps": 3620,
        "setup_viol": 0,
        "drv_slew": 0,
        "final.setup.worst_slack_ps": 84.2,
        "rsz0062_at_grt": "true",
        "timing.slew.headroom": 0.757,
        "max_freq_mhz": 277,
        "worst_hold_slack_ps": 2280,
        "worstMarginPinSlew_ps": 363,
    },
    "synth": {
        "mux_share": 0.0256,
        "ys_cells": 177,
        "synth.logic.top_family": "AND-OR/OR-AND gates",
        "top_area_cell": "ha_1",
        "top_cell_area_share": 0.226,
        "yosys_warnings": 1,
        "synth_xor_xnor_area_share": 0.0413,
        "synthAoiAreaFrac": 0.334,
        "synth-seq-area-share": 0,
        "simple_gate_share": 0.214,
        "ys_types": 50,
        "ys_sh_adder": 0.258,
        "yosys_area_mm2": 0.00127,
        "synth_top_cell_by_count": "ha_1",
        "synth_area_mm2": 0.00127,
        "common_cells": "ha_1 (23), inv_1 (20), a21oi_1 (15), nand2_1 (14), nor2_1 (13)",
        "postSynthAreaPerCell_um2": 7.19,
        "syn-instance-count": 177,
        "area_leaders": "ha_1 (23%), a21oi_1 (5.9%), inv_1 (5.9%)",
    },
    "die": {
        "die_x_um": 87,
        "fp-row-count": 24,
        "fp.dieH_um": 87,
        "io_pins": 27,
        "fp_util": 0.292,
        "die-area_mm2": 0.00757,
        "coreArea_mm2": 0.00435,
    },
    "placed_design": {
        "dp_hpwl_mm": 3.17,
        "io_buffers": 27,
        "pre_cts_slack_ps": -205,
        "gp_congestion": 0.893,
        "placed_area_mm2": 0.00184,
        "place_inst": 286,
    },
    "job": {
        "openroad.warnings": 48,
        "cap_violations": 0,
    },
    "worst_hold_path": {
        "min_path_type": "in2out",
        "worstHoldStart": "a[1]",
    },
}
cell type report:
class | instances | area [µm²] | area share
multi-input combinational | 144 | 1270 | 0.617
timing repair buffer | 76 | 652 | 0.315
inverter | 20 | 75.1 | 0.0363
tap | 52 | 65.1 | 0.0315
critical path, delay by kind of cell:
family,cells,cell delay (ps)
fa+ha+maj,1,230
buf+inv,5,1090
compound gates,5,820
logic make-up (layout without fill, tap and decap cells):
| kind of cell | after synthesis | in the layout |
|---|---|---|
| buffers and inverters | 33 | 96 |
| multiplexers | 2 | 2 |
| XOR/XNOR | 6 | 6 |
| AND/OR/NAND/NOR | 51 | 51 |
| AND-OR/OR-AND | 60 | 60 |
| adder cells (fa/ha/maj) | 25 | 25 |
per-layer routing:
| layer | GRT usage | vias to the layer above | wire, µm |
|---|---|---|---|
| met1 | 0.144 | 708 | 2020 |
| li1 | - | 755 | - |
| met3 | 0.00755 | 2 | 122 |
| met4 | 0.00884 | 0 | 14 |
| met2 | 0.165 | 25 | 1810 |
| met5 | 0 | - | 0 |
where the power goes:
| part | switching, mW | total (mW) | internal, mW |
|---|---|---|---|
| Combinational | 0.128 | 0.282 | 0.154 |
| Sequential | 0 | 0 | 0 |
| Clock | 0 | 0 | 0 |
| Total | 0.128 | 0.282 | 0.154 |
path summary, 6_finish.rpt:
kind | to | slack [ps] | cells after the start
setup / recovery | alu_out[7] | 80 | 11
hold / removal | alu_out[1] | 2280 | 5
stage by stage:
stage               utilization  TNS, ps
global placement          0.424     -871
detailed placement        0.424     -907
floorplan                     -        0
CTS                       0.450        0
global route              0.475    -38.5
finish                    0.475        0
timing repair:
| item | CTS | global route |
|---|---|---|
| hold buffers | 0 | 0 |
| setup buffers | 1 | 5 |
| setup endpoints to repair | 7 | 4 |
| pin swaps | 6 | 15 |
| resized | 28 | 15 |
placed cells by master, fill, tap and decap left out, types with 3 or more instances in the layout:
master | netlist | layout
buf_4 | 2 | 47
nand3b_1 | 3 | 3
clkdlybuf4s50_1 | 0 | 17
nand2_1 | 14 | 14
o21ai_0 | 10 | 8
a21oi_2 | 0 | 3
inv_1 | 20 | 19
a221oi_1 | 4 | 3
a211oi_2 | 1 | 3
a21o_1 | 4 | 4
nor2_1 | 13 | 11
xor2_1 | 3 | 3
ha_4 | 0 | 5
xnor2_1 | 3 | 3
a21oi_1 | 15 | 12
dlymetal6s2s_1 | 0 | 5
dlygate4sd2_1 | 0 | 5
nand2b_1 | 4 | 4
nor2b_1 | 3 | 3
a22oi_1 | 3 | 3
o21ai_1 | 2 | 3
ha_1 | 23 | 16
Power and IR drop assume default switching activity.
