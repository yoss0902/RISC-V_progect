<file path="/design/flow/design.v">
module apb_mst(psel, 
		penable,
		paddr, 
		pwrite, 
		pwdata,
		clk, 
		rst, 
		cmd, 
		pready, 
		prdata);
	input clk;
	input rst;  
	input [1:0]cmd;  
	input pready;  
	input [31:0]prdata;  
	output psel; 
	output penable;
	output [31:0]paddr;
	output pwrite;  
  	output [31:0]pwdata;
	parameter IDLE = 2'b00;
	parameter SETUP = 2'b01;
	parameter ACCESS = 2'b10;
	reg [1:0]curr_state;
	reg [1:0]nxt_state;
	reg [31:0] read_data;
	always@(posedge clk or negedge rst)
		if (!rst)
			curr_state <= IDLE;
		else
			curr_state <= nxt_state;
	always@(*) begin
		nxt_state = curr_state;
		case(curr_state)
			IDLE: begin
				if (|cmd)
					nxt_state = SETUP;
				else
					nxt_state = IDLE;
			end
			SETUP: nxt_state = ACCESS;
			ACCESS: begin
				if (~pready)
					nxt_state = ACCESS;
				else if (pready)
					nxt_state = IDLE;
			end
			default: nxt_state = curr_state;
		endcase
	end
	assign pwrite = cmd[1];  
  	assign penable = (curr_state == ACCESS)?1:0;
  	assign psel = (curr_state == ACCESS | (curr_state == SETUP))?1:0;
	assign paddr = 32'hdeadcafe;
	assign pwdata = read_data + 1'b1;
	always@(posedge clk or negedge rst)
		if (!rst)
			read_data <= 32'b0;
		else 
			read_data <= prdata;
endmodule
</file>
<file path="/design/flow/config.mk">
export PLATFORM = sky130hd
export DESIGN_NAME = apb_mst
export DESIGN_NICKNAME = apb_mst
export VERILOG_FILES = /design/flow/design.v
export SDC_FILE = /design/flow/constraint.sdc
export NUM_CORES = 4
export LEC_CHECK = 1
export CORE_AREA = 10 10 101 101
export DIE_AREA = 0 0 111 111
</file>
<file path="/design/flow/run.sh">
#!/bin/bash
# OpenROAD 26Q1-2900-gdf79404cd8, Yosys 0.63+post, stock flow scripts
make -C /OpenROAD-flow-scripts/flow DESIGN_CONFIG=/design/flow/config.mk WORK_HOME=/design/flow/orfs finish
</file>
<file path="/design/flow/constraint.sdc">
current_design apb_mst

set clk_period 6.6
set clk_io_pct 0.2

create_clock -name clk0 -period $clk_period [get_ports {clk}]

set non_clock_inputs [all_inputs -no_clocks]
set_input_delay [expr $clk_period * $clk_io_pct] -clock clk0 $non_clock_inputs
set_output_delay [expr $clk_period * $clk_io_pct] -clock clk0 [all_outputs]
</file>
==> run notes <==
Implementation summary

The flow ran to the end, and the final reports show no timing, DRC or antenna violations. Yosys stat counts 171 cells in the synthesized netlist. The violation count after the first detailed-route iteration is 23. The most frequent cell after synthesis is sky130_fd_sc_hd__dfrtp_1. The count of endpoints failing hold in the final timing report is 0. The worst supply voltage drop on vdd is 0.09698 mV. The overall fraction of global-route tracks in use is 0.07353. In this run the mean area of a mapped cell was 10.80 sq um. The leading area contributor after synthesis is sky130_fd_sc_hd__dfrtp_1. The number of global-route vias before repair is 1398. The number of fill cells is 830. Of the post-synthesis cell area, the dominant cell type holds 0.4607. The buffers inserted during post-CTS setup optimization is 0. The fraction of final layout cells with drive strength greater than 1 is 0.09016. The critical path launch point type is a flip-flop.

The post-detailed-route DRC marker count is 0. The pin count of the biggest net entering global routing is 36. The post-CTS resize count is 0. The overall routed net length is 4633 um. The register share after synthesis is 0.4749. STA classifies the critical path endpoint as an output pin. The required time at the worst endpoint is listed as 5.28 ns. The post-synthesis instance area is 0.001847 sq mm.

The synthesized instance count is 171. Sorting the synthesized cells by area gives the leading types as sky130_fd_sc_hd__dfrtp_1, sky130_fd_sc_hd__buf_4, sky130_fd_sc_hd__xor2_1, sky130_fd_sc_hd__xnor2_1, sky130_fd_sc_hd__nor4_2. The average via count per standard cell is 3.774. The synthesis report names the predominant flop master as sky130_fd_sc_hd__dfrtp_1. Per the gpl log, the routability congestion estimate is 0.7769. The floorplan has 33 rows. The post-synthesis register bit count is 35. The top-level port count is 104. The pin closest to its max-slew limit shows a slew of 0.6156 ns. The biggest fanout along the worst timing path is 10.

Per the CTS log, the root buffer master is sky130_fd_sc_hd__clkbuf_8. TritonCTS created 5 clock buffers. The arrival time at the worst endpoint is 2.50 ns. The floorplan step set the die height to 111 um.

The core area is 0.008134 sq mm. The combinational gate area is 787.0 sq um. The sequential cell area is 877.1 sq um. The maximum frequency from static timing analysis is 262.0 MHz. The fraction of registers with async set/reset is 1.000.

The critical path is of the reg2out type. The tightest min-delay check is of the reg2reg type. The tool flagged a number of max-cap violations equal to 0. The maximum clock skew at final layout is 0.0001403 ns. The total of hold buffers inserted after clock tree synthesis is 0. Counting pins that exceed their max-slew limit in the final report gives 0.

The detailed-placement wirelength estimate is 3816 um. The worst hold margin is 0.4475 ns. The layout-stage area growth over the synthesis result is 43.43%. Per the placement log, port buffering inserted 71 buffers. The stat command in Yosys gives a chip area of 0.001847 sq mm.

Global routing finished with a remaining overflow of 0. In the final report, the number of endpoints failing setup comes to 0. The first-pass GRT wire length is 7410 um. The final worst-path cycle share is 0.5783. The final critical-path required period is 3.817 ns. Per the skew report, the later register of the worst-skew pair sees a clock latency of 0.28 ns. The pre-antenna-repair detailed-routing pass consisted of 4 iterations. The total power density per cell area is 186.4 mW/mm^2. The maximum root-to-sink buffer count is 2. Setup repair after global routing left no endpoint under its margin. Yosys mapped a number of flops with a built-in enable equal to 0. The final antenna-violating net count is 0. The die footprint is 0.01232 sq mm. The static leakage is 0.001127 uW.

The number of antenna diodes is 0. After clock tree synthesis, the clock-pin slew on the worst setup and hold paths is 0.07 ns. The worst max-slew margin expressed relative to the limit is 0.5885.

The clock H-tree reported by CTS has 2 levels. Counting instances in the post-synthesis netlist gives the leading cell types as sky130_fd_sc_hd__dfrtp_1, sky130_fd_sc_hd__buf_4, sky130_fd_sc_hd__xor2_1. The summed negative setup slack over all endpoints is 0 ns. The total number of vias is 1317. The share of the core filled by cells before placement is 0.2270.

The count of clock tree sinks is 35. The die boundary width is 111 um. The stage-log warning count is 25. After detailed routing, the average wire length per cell comes to 13.28 um. TritonCTS built the clock tree. The initial antenna violation count came to 0. The tally of unique sky130hd cells used after synthesis is 30. The synthesis report lists the Yosys warning total as 1.
[layout make-up]
type | instances | area share
clock inverter | 2 | 0.01323
multi-input combinational | 123 | 0.2971
sequential | 35 | 0.3311
clock buffer | 6 | 0.03118
timing repair buffer | 72 | 0.2692
inverter | 6 | 0.008503
tap | 105 | 0.04960
[path summary, 6_finish.rpt]
kind | from | endpoint | slack, ns | cells past startpoint
min in group asynchronous | rst | read_data[31] | 1.06 | 2
worst min-delay path | curr_state[2] | curr_state[1] | 0.45 | 1
max in group asynchronous | rst | curr_state[0] | 5.19 | 2
worst max register to register | curr_state[1] | curr_state[0] | 5.88 | 1
worst min register to register | curr_state[2] | curr_state[1] | 0.45 | 1
worst max-delay path | read_data[0] | pwdata[24] | 2.78 | 6
[kinds of logic after synthesis]
group | synth area share
compound gates | 0.008810
fa+ha+maj | 0.006774
xor+xnor | 0.1423
other cells | 0.004067
simple gates | 0.2033
buf+inv | 0.1599
flops | 0.4749
[metrics by stage]
step	power, uW	std cells	setup WS (ns)	cell area, sq um	util
final	493.7	349	2.783	2649	0.3256
after global routing	520.9	349	2.491	2649	0.3256
after CTS	505.6	349	2.709	2649	0.3256
after detailed placement	302.6	341	3.019	2531	0.3112
after global placement	302.6	341	3.014	2531	0.3112
after floorplan	261.0	201	3.788	1959	-
[sequential cells by signal, summed over array words and instances, names as in the netlist]
register / count
read_data: 32
curr_state: 3
[power by group]
part           switching [uW]  internal, uW
Clock                    75.7           122
Combinational            17.7          44.3
Sequential               9.45           224
Total                     103           391
[per-layer routing]
metal	vias to the layer above	global-route usage	routed length, um
li1	644	-	-
met1	601	0.09054	1876
met2	67	0.1191	2204
met3	5	0.03284	478
met4	0	0.009549	74
met5	-	0	0
[layout by cell type, fill, tap and decap left out, types with 2 or more instances in the layout]
cell type | netlist | final
sky130_fd_sc_hd__clkdlybuf4s50_1 | 0 | 70
sky130_fd_sc_hd__dfrtp_1 | 34 | 34
sky130_fd_sc_hd__conb_1 | 2 | 32
sky130_fd_sc_hd__xor2_1 | 20 | 20
sky130_fd_sc_hd__nand3_1 | 10 | 10
sky130_fd_sc_hd__xnor2_1 | 10 | 10
sky130_fd_sc_hd__nand2_1 | 9 | 9
sky130_fd_sc_hd__nor2_1 | 7 | 7
sky130_fd_sc_hd__inv_1 | 6 | 6
sky130_fd_sc_hd__clkbuf_8 | 0 | 6
sky130_fd_sc_hd__nor4_2 | 5 | 5
sky130_fd_sc_hd__and4_1 | 4 | 4
sky130_fd_sc_hd__nor4_1 | 4 | 4
sky130_fd_sc_hd__nor3_1 | 4 | 4
sky130_fd_sc_hd__nand4_1 | 3 | 3
sky130_fd_sc_hd__nand3_2 | 2 | 2
sky130_fd_sc_hd__and3_1 | 2 | 2
sky130_fd_sc_hd__or2_2 | 2 | 2
[worst max-delay path: stages (launching register included)]
cell                              delay, ns
sky130_fd_sc_hd__dfrtp_1               0.41
sky130_fd_sc_hd__ha_1                  0.24
sky130_fd_sc_hd__nand3_1               0.11
sky130_fd_sc_hd__or3_1                 0.50
sky130_fd_sc_hd__nor4_1                0.28
sky130_fd_sc_hd__xor2_1                0.18
sky130_fd_sc_hd__clkdlybuf4s50_1       0.49
Power and IR drop assume default switching activity.
