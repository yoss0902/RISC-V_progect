==> flow/design.v <==
module fix_prio_arb(gran_out, req_in);
	parameter PORTS_NUM = 4;
	input [PORTS_NUM-1:0]req_in;
	output reg [PORTS_NUM-1:0]gran_out;
	reg [PORTS_NUM-1:0]temp;
	integer i;
	always@(*) begin
		temp = req_in;
		for (i = 0; i < PORTS_NUM ;  i = i+1)
			if (temp[i]) begin
				gran_out = 4'h0;
				gran_out[i] = 1'h1;
				temp = 0;
			end
	end
endmodule
module rnd_rbn_arb(gnt_out, clk, rst, req_in);
	parameter PORTS_NUM = 4;
	input clk;
	input rst;
	input [3:0]req_in;
	output reg [3:0]gnt_out;
	reg [3:0]temp;
	reg [3:0]mask;
	reg [3:0]gnt_fix;
	reg [3:0]gnt_rnd;
	always@(posedge clk or posedge rst)
		if (rst)
			mask = 4'hf;
		else if (gnt_out[0])
			mask <= 4'b1110;
		else if (gnt_out[1])
			mask <= 4'b1100;
		else if (gnt_out[2])
			mask <= 4'b1000;
		else if (gnt_out[3])
			mask <= 4'hf;
	assign temp = req_in & mask;
	fix_prio_arb #(PORTS_NUM) f1(.req_in(req_in), .gran_out(gnt_fix));
	fix_prio_arb #(PORTS_NUM) f2(.req_in(temp), .gran_out(gnt_rnd));
	assign gnt_out = &mask ? gnt_fix:gnt_rnd;
endmodule
==> flow/run.sh <==
#!/bin/bash
# OpenROAD 26Q1-2900-gdf79404cd8, Yosys 0.63+post, stock flow scripts
make -C /OpenROAD-flow-scripts/flow DESIGN_CONFIG=/design/flow/config.mk WORK_HOME=/design/flow/orfs finish
==> flow/config.mk <==
export PLATFORM = sky130hd
export DESIGN_NAME = rnd_rbn_arb
export DESIGN_NICKNAME = rnd_rbn_arb
export VERILOG_FILES = /design/flow/design.v
export SDC_FILE = /design/flow/constraint.sdc
export NUM_CORES = 4
export LEC_CHECK = 1
export CORE_AREA = 10 10 70 70
export DIE_AREA = 0 0 80 80
==> flow/constraint.sdc <==
current_design rnd_rbn_arb

set clk_period 2.6
set clk_io_pct 0.2

create_clock -name clk0 -period $clk_period [get_ports {clk}]

set non_clock_inputs [all_inputs -no_clocks]
set_input_delay [expr $clk_period * $clk_io_pct] -clock clk0 $non_clock_inputs
set_output_delay [expr $clk_period * $clk_io_pct] -clock clk0 [all_outputs]
==> results.json <==
{
  "status": "finished, final reports clean",
  "tns_ns": 0,
  "yosys-top-cells-count": "8 x sky130_fd_sc_hd__dlxtn_1, 7 x sky130_fd_sc_hd__nand2_1, 6 x sky130_fd_sc_hd__nor2_1",
  "initial_core_util_pct": 13.7,
  "vdd.ir_drop.worst_uv": 72.9,
  "cts_resized": 0,
  "max_cap_violations": 0,
  "vias_in_the_first_global_route": 435,
  "finalHoldViolCount": 0,
  "dp_hpwl_um": 814,
  "postSynthRegisterBits": 11,
  "grt_remaining_overflow": 0,
  "longest_individual_stage_delay_on_the_worst_path_ns": 0.60,
  "timing.critical_path.required_ns": 2.08,
  "drt_first_iter_violations": 9,
  "max_area_cell_share_pct": 25.7,
  "synthDominantAreaCellType": "sky130_fd_sc_hd__dlxtn_1",
  "finalWeightedCongestion": 0.869,
  "setup.worst_path.class": "reg2out",
  "fmax_mhz": 455,
  "final_max_slew_viol_count": 0,
  "totalPowerFinal_uw": 170,
  "timing.critical_path.cells": "nand3_4 > mux2_2 > clkdlybuf4s50_1",
  "max_slew_margin_pct": 65.6,
  "synthArstFlopShare_pct": 27.3,
  "clock-skew-final_ns": 0.000539,
  "post_route_cells_drive_above_1_share_pct": 21.5,
  "cts-buffers-inserted": 3,
  "leakagePower_uw": 0.000255,
  "dp_slack_ns": 0.643,
  "post_drt_wl_per_cell_um": 9.04,
  "synthesized_instance_count": 52,
  "critPathBufInv": 1,
  "drtAntennaViolNets": 0,
  "postSynth.topFlopCell": "sky130_fd_sc_hd__dlxtn_1",
  "endpoints_left_unconstrained": 8,
  "finalWirelength_um": 1000,
  "edff_count_synth": 0,
  "mappedNetlistArea_um2": 467,
  "fp.dieArea_mm2": 0.00640,
  "clock_tree.root_cell": "sky130_fd_sc_hd__clkbuf_4",
  "floorplan.die.width_um": 80,
  "htree_levels": 1,
  "post_synth_main_area_contributors": "sky130_fd_sc_hd__dlxtn_1 26%, sky130_fd_sc_hd__dfstp_2 17%, sky130_fd_sc_hd__mux2_2 9.7%",
  "postCtsSetupBuffers": 0,
  "viasPerCell": 3.68,
  "grt_start_max_net_pins": 8,
  "antenna_violations_before_repair": 0,
  "clock.latency.late_pin_ns": 0.23,
  "dominant_cell_by_count_in_the_synthesized_netlist": "sky130_fd_sc_hd__dlxtn_1",
  "core_mm2": 0.00342,
  "grt_first_pass_wirelength_um": 1820,
  "power_density_mw_per_mm2": 266,
  "number_of_register_pins_that_no_clock_reaches": 8,
  "drc_errors": 0,
  "worst_hold_path_type": "reg2reg",
  "cp-start-kind": "flop",
  "fp.dieH_um": 80,
  "number_of_detailed_routing_iterations_run_before_antenna_repair": 4,
  "via_count": 408,
  "setup-violations-final": 0,
  "clock_transition_at_the_registers_of_the_reported_paths_ns": 0.04,
  "crit_family": "flip-flops",
  "fillers": 387,
  "tritoncts_clock_tree": "yes",
  "cts_hold_repair.buffers": 0,
  "ys_area_um2": 467,
  "post-route-worst-setup-slack_ns": 0.403,
  "warnings": 25,
  "netlist-cell-type-count": 22,
  "period_used_pct": 84.5,
  "critPathSlowestCell": "sky130_fd_sc_hd__dfstp_2",
  "yosysWarnings": 4,
  "slew_at_the_pin_closest_to_its_max_slew_limit_ns": 0.512,
  "rows": 21,
  "worst-endpoint-arrival_ns": 1.68,
  "rsz0062_at_grt": "false",
  "cts.path.max_buffers": 2,
  "syn_to_final_growth_pct": 37.3,
  "io-pin-count": 10,
  "final_period_minus_worst_setup_slack_ns": 2.20,
  "setup.worst_path.end_class": "primary output",
  "antenna_cells": 0,
  "numPortBuffers": 9,
  "syn-mean-instance-area_um2": 8.97,
  "ys_cells": 52,
  "critical_path_peak_fanout": 7,
  "grt_util_all_layers_pct": 3.33
}
routing by layer:
metal | vias to the layer above | global-route usage (%) | share of wire (%)
met5 | - | 0 | 0
met4 | 0 | 1.41 | 4.0
met3 | 2 | 1.36 | 5.6
met2 | 11 | 5.22 | 43
met1 | 183 | 3.91 | 47
li1 | 212 | - | -
cells in the final DEF, fill, tap and decap left out, types with 2 or more instances in the layout:
cell type	netlist	routed
sky130_fd_sc_hd__nor2_1	6	6
sky130_fd_sc_hd__nor3b_1	3	3
sky130_fd_sc_hd__nand3_1	2	2
sky130_fd_sc_hd__clkdlybuf4s50_1	0	9
sky130_fd_sc_hd__nand2_1	7	7
sky130_fd_sc_hd__mux2i_1	2	2
sky130_fd_sc_hd__a21oi_1	4	4
sky130_fd_sc_hd__clkbuf_4	0	3
sky130_fd_sc_hd__dfstp_2	3	3
sky130_fd_sc_hd__mux2_2	4	4
sky130_fd_sc_hd__dlxtn_1	8	8
metrics by stage:
step | util, % | hold slack [ns] | cells | area, µm²
final | 18.8 | 0.548 | 111 | 641
after global routing | 18.8 | 0.571 | 111 | 641
after CTS | 18.8 | 0.548 | 111 | 641
after detailed placement | 18.0 | 0.542 | 107 | 614
after global placement | 18.0 | 0.535 | 107 | 614
after floorplan | - | 0.453 | 52 | 467
tightest hold or removal path: cells and delay by family (launching register included):
kind,cells,cell delay [ns]
AND/OR/NAND/NOR,1,0.08
flip-flops,1,0.40
AND-OR/OR-AND,1,0.06
flip-flops by register name (all words and copies together) (netlist names):
signal and flops:
mask 3, f1.gran_out 4, f2.gran_out 4
power by group:
group          total (µW)  internal [µW]  switching (µW)  leakage [µW]
clock                81.8           57.5            24.3     0.0000150
combinational        29.1           16.3            12.8      0.000145
sequential           59.2           55.4            3.76     0.0000944
total                 170            129            40.9      0.000255
layout make-up:
cell class,count,area (µm²),share of cell area [%]
multi-input cells,40,264,41.2
flip-flops and latches,11,199,31.1
repair buffers,9,90.1,14.1
well taps,46,57.6,8.98
clock buffers,4,26.3,4.10
inverters,1,3.75,0.586
path summary, 6_finish.rpt:
check	start	to	slack, ns	depth (start not counted)
max	mask[2]	gnt_out[1]	0.40	3
min	mask[0]	mask[0]	0.55	2
max reg2reg	mask[2]	mask[2]	1.34	3
min reg2reg	mask[0]	mask[0]	0.55	2
max in group asynchronous	rst	mask[0]	1.93	2
min in group asynchronous	rst	mask[1]	0.65	2
kinds of logic (layout without fill, tap and decap cells):
| family | count (synthesis) | in the layout | synth area share [%] |
|---|---|---|---|
| mux | 6 | 6 | 13.9 |
| latches | 8 | 8 | 25.7 |
| buf+inv | 1 | 14 | 0.804 |
| flops | 3 | 3 | 16.9 |
| simple gates | 26 | 26 | 31.4 |
| compound gates | 8 | 8 | 11.3 |
No activity file was given, so power comes from the tool's default toggle rates.
